`/design/flow/config.mk`:
```
export PLATFORM = sky130hd
export DESIGN_NAME = master_ctrl
export DESIGN_NICKNAME = master_ctrl
export VERILOG_FILES = /design/flow/design.v
export SDC_FILE = /design/flow/constraint.sdc
export NUM_CORES = 4
export LEC_CHECK = 1
export CORE_UTILIZATION = 30
```
`/design/flow/constraint.sdc`:
```
current_design master_ctrl

set clk_period 4.4
set clk_io_pct 0.2

create_clock -name clk0 -period $clk_period [get_ports {clk}]

set non_clock_inputs [all_inputs -no_clocks]
set_input_delay [expr $clk_period * $clk_io_pct] -clock clk0 $non_clock_inputs
set_output_delay [expr $clk_period * $clk_io_pct] -clock clk0 [all_outputs]
```
`/design/flow/design.v`:
```
module master_ctrl(clk,
						 btn,
						 switch,
						 go_buffs,
						 rand_num,
						 count,
						 count_binary,
						 clreset_q,
						 display_q,
						 led_q);
	input clk;
	input [1:0] btn;
	input [9:0] switch;
	input [24:0] go_buffs;
	input [14:0] rand_num;
	input [19:0] count;
	input [19:0] count_binary;
	output reg clreset_q;
	reg clreset_d;
	output reg [25:0] display_q;
	reg [25:0] display_d;
	output reg [9:0] led_q;
	reg [9:0] led_d;
	localparam  Paused = 2'b00,
					RandWait = 2'b01,
					UserWait = 2'b10,
					Display = 2'b11;
	reg [1:0] state_d, state_q;
	reg [3:0] switch_num_d, switch_num_q;
	reg [19:0] stored_time_d, stored_time_q;
	reg [14:0] rand_num_saved_d, rand_num_saved_q;
	reg [19:0] high_score_d, high_score_q;
	always@(*)
	begin
		state_d = state_q;
		switch_num_d = switch_num_q;
		stored_time_d = stored_time_q;
		rand_num_saved_d = rand_num_saved_q;
		high_score_d = high_score_q;
		clreset_d = clreset_q;
		display_d = display_q;
		led_d = led_q;
		case(state_q)
			Paused:  
				begin
					if(high_score_q == 20'd0) begin
						high_score_d = 20'b10011001100110011001;
					end
					if(switch[0]) begin
						display_d[25] = 1'b0;  
						display_d[24:0] = go_buffs;  
					end else begin
						display_d[25] = 1'b1;
						display_d[24:0] = high_score_q;
					end
					if(~btn[1])  
					begin
						rand_num_saved_d = rand_num;  
						clreset_d = 1'b1;  
						state_d = RandWait;  
					end
				end
			RandWait:  
				begin
					if(~btn[1])  
					begin
						clreset_d = 1'b1;  
					end
					else if(clreset_q == 1)  
					begin
						clreset_d = 1'b0;  
					end
					display_d[25] = 1'b0;  
					display_d[24:0] = 24'b110111011101110111011101;  
					if(rand_num_saved_q == count_binary)  
					begin
						switch_num_d = count[3:0];  
						clreset_d = 1'b1;  
						state_d = UserWait;  
					end
				end
			UserWait:  
				begin
					if(clreset_q == 1'b1)  
					begin
						clreset_d = 1'b0;  
					end
					display_d[25] = 1'b0;  
					display_d[24:0] = 24'b110111011101110111011101;  
					case(switch_num_q)  
						4'b0000:
						begin
							led_d = 10'b0000000001;  
							if(switch[0] == 1) state_d = Display;  
						end
						4'b0001:
						begin
							led_d = 10'b0000000010;
							if(switch[1] == 1) state_d = Display;
						end
						4'b0010:
						begin
							led_d = 10'b0000000100;
							if(switch[2] == 1) state_d = Display;
						end
						4'b0011:
						begin
							led_d = 10'b0000001000;
							if(switch[3] == 1) state_d = Display;
						end
						4'b0100:
						begin
							led_d = 10'b0000010000;
							if(switch[4] == 1) state_d = Display;
						end
						4'b0101:
						begin
							led_d = 10'b0000100000;
							if(switch[5] == 1) state_d = Display;
						end
						4'b0110:
						begin
							led_d = 10'b0001000000;
							if(switch[6] == 1) state_d = Display;
						end
						4'b0111:
						begin
							led_d = 10'b0010000000;
							if(switch[7] == 1) state_d = Display;
						end
						4'b1000:
						begin
							led_d = 10'b0100000000;
							if(switch[8] == 1) state_d = Display;
						end
						4'b1001:
						begin
							led_d = 10'b1000000000;
							if(switch[9] == 1) state_d = Display;
						end
					endcase
				end
			Display:  
				begin
					if(clreset_q == 1'b0)  
					begin
						stored_time_d = count;  
						clreset_d = 1'b1;  
						if(count < high_score_q) begin
							high_score_d = count;
						end
					end
					led_d = 10'b0000000000;  
					display_d[25] = 1'b1;  
					display_d[24:0] = stored_time_q;  
					if(~btn[1])  
					begin
						clreset_d = 1'b1;  
						state_d = 2'b01;  
					end
				end
		endcase
	end
	always@(posedge clk, negedge btn[0])  
	begin
		if(~btn[0])  
		begin
			clreset_q <= 1'b1;  
			led_q <= 10'd0;  
			state_q <= Paused;  
		end
		else begin
			clreset_q <= clreset_d;
			display_q <= display_d;
			led_q <= led_d;
			switch_num_q <= switch_num_d;
			stored_time_q <= stored_time_d;
			rand_num_saved_q <= rand_num_saved_d;
			high_score_q <= high_score_d;
			state_q <= state_d;
		end
	end
endmodule
```
`/design/flow/run.sh`:
```
#!/bin/bash
# OpenROAD 26Q1-2900-gdf79404cd8, Yosys 0.63+post, stock flow scripts
make -C /OpenROAD-flow-scripts/flow DESIGN_CONFIG=/design/flow/config.mk WORK_HOME=/design/flow/orfs finish
```
==> results_dict.tcl <==
# yosys + openroad results
set metrics [dict create \
    syn_area_um2 4730 \
    topCellsByArea "edfxtp_1 (54%), dfrtp_1 (6.9%), ha_1 (5.0%), mux2i_1 (4.7%), nand2_1 (4.2%)" \
    critical_path_buf_inv_count 2 \
    die_area_um2 16300 \
    hold_violations 0 \
    pwr-share-comb_pct 13.1 \
    crit_path_cell_trace "clkdlybuf4s50_1, ha_1, a2111oi_0, a2111oi_0, or4_1, a311oi_2, buf_4" \
    cts_resized 0 \
    syn_inst 380 \
    final_max_slew_viol_count 0 \
    cts-root-buf "clkbuf_16" \
    path_common_cell "a2111oi_0" \
    worst_pin_slew_ns 0.702 \
    path_clk_slew_ns 0.06 \
    fin_crit_sh_pct 71.0 \
    cts_buffers 9 \
    max_stage_delay_ns 0.50 \
    fp.dieW_um 128 \
    ys.flops 100 \
    grt_use_total_pct 14.2 \
    seqPwrFrac_pct 51.0 \
    cts_tree "done" \
    ys_seq_share_pct 61.9 \
    num_vias 3267 \
    power_switching_share_pct 22.4 \
    yosys_area_um2 4730 \
    r2r_end "high_score_q[17]" \
    antenna_found_initial 0 \
    rsz0062_at_grt "false" \
    hold_start "led_q[8]" \
    dr.pass1.iters 4 \
    yosysCellCount 380 \
    die_height_um 128 \
    rr_worst_depth 7 \
    async_flop_share_pct 15.0 \
    maxSlewHeadroom_pct 53.2 \
    drt_iter0_drc 168 \
    drc 0 \
    endpoint_kind "flip-flop" \
    path_class "input pin to flip-flop" \
    synth.avg_cell_area_um2 12.4 \
    clockBufferDepth 2 \
    p_int_mw 1.71 \
    synth.most_common_cell "edfxtp_1" \
    cts_max_level 3 \
    cts_hold_buf 0 \
    yosysTopAreaCell "edfxtp_1" \
    ys.flop_type "edfxtp_1" \
    pre_cts_ws_ns 0.885 \
    io_buffers 129 \
    crit_path_max_fanout 13 \
    holdPathStages 2 \
    cp.arrival_ns 3.16 \
    ys_types 45 \
    powerDensity_nw_per_um2 334 \
    detailed_place_hpwl_mm 8.18 \
    top_cells_by_count "edfxtp_1 (85), nand2_1 (53), inv_1 (24)" \
    design.portCount 130 \
    period_needed_ns 3.12 \
    drv_cap 0 \
    grt_pass1_wl_mm 17.1 \
    routed_wl_mm 10.8 \
    finalSetupViolCount 0 \
    yosysTopAreaCellShare_pct 54.0 \
    gp_congestion 0.883 \
    postCtsSetupBuffers 0 \
    cpMaxStageDelayCell "clkdlybuf4s50_1" \
    rows 45 \
    hold_path_class "flip-flop to flip-flop" \
    clock_sinks 100 \
    layout_setup_ws_ns 1.28 \
    edf_count 85 \
    r2r_slack_ns 1.90 \
    fp_util_pct 30.9 \
    synth_warnings 1 \
    tool_warnings 25 \
    syn2layout_area_growth_pct 39.3 \
    crit_family "buffers and inverters" \
    first_global_vias 3354 \
    finClkSkew_ns 0.00639 \
    drive_gt1_share_pct 6.77 \
    drtAntennaViolNets 0 \
    setup-tns-final_ns 0 \
    peakVddDrop_mv 0.171 \
    coreArea_um2 15300 \
    leakagePower_nw 2.40 \
    hold_end "led_q[8]" \
    drt-wirelength-per-cell_um 14.8 \
    overflow 0 \
    p_sw_mw 0.493 \
    antennaDiodeCount 0 \
    required_ns 4.44 \
    fmax_mhz 320 \
    grt_max_degree 37 \
    clock_latency_ns 0.35 \
    clkPwrFrac_pct 35.8 \
    viasPerCell 4.49 \
    status "complete, no violations" \
    r2r_start "high_score_q[1]" \
    crit_path_start_kind "input pin" \
]
-- worst min-delay path, delay by kind of cell, from the launching register on --
kind | cells | cell delay (ns)
AND-OR/OR-AND | 1 | 0.06
flip-flops | 1 | 0.34
AND/OR/NAND/NOR | 1 | 0.05
-- final cells by class --
type | instances | area (um^2)
clock buffers | 11 | 233
clock inverters | 5 | 62.6
fillers | 1423 | 8720
inverters | 24 | 90.1
multi-input cells | 239 | 1660
flip-flops and latches | 100 | 2930
well taps | 211 | 264
repair buffers | 138 | 1350
-- sequential cells by signal, indices dropped and copies added, names as in the netlist --
signal / cells
display_q: 26
high_score_q: 20
stored_time_q: 20
rand_num_saved_q: 15
led_q: 10
state_q: 4
switch_num_q: 4
clreset_q: 1
-- routing by layer --
metal / global-route usage (%) / vias to the layer above / share of wire (%)
met3: 3.20 / 16 / 6.1
met4: 2.91 / 0 / 2.7
met1: 21.8 / 1524 / 46
met2: 21.9 / 82 / 45
met5: 0 / - / 0
li1: - / 1645 / -
-- placed cells by master, fill, tap and decap left out, drive strengths merged, types with 3 or more instances in the layout --
master / n
clkdlybuf4s50: 128
edfxtp: 85
nand2: 53
inv: 24
mux2i: 22
o21ai: 21
ha: 19
nand2b: 17
xor2: 15
dfrtp: 13
and2: 11
clkbuf: 11
buf: 10
a21oi: 9
nor4: 8
o31ai: 8
nor2: 7
nand4: 5
nand3: 5
a21o: 4
nor2b: 3
and3: 3
or3: 3
o41ai: 3
or4: 3
a2111oi: 3
-- how the worst max path moves through the flow --
stage             from  slack [ns]  cells after the start          endpoint
finish        count[1]        1.28                      7  high_score_q[17]
global route  count[1]        1.09                      7  high_score_q[14]
CTS           count[1]        1.25                      7  high_score_q[14]
-- power groups by stage --
stage	sequential (mW)	clock, mW	combinational, mW
CTS	1.12	0.817	0.294
global route	1.13	0.847	0.322
finish	1.12	0.789	0.289
-- metrics by stage --
stage	area, um^2	total power [mW]	std cells	hold WS [ns]	utilization [%]
4_1_cts	6590	2.23	728	0.487	43.0
5_1_grt	6590	2.30	728	0.522	43.0
6_report	6590	2.20	728	0.485	43.0
2_1_floorplan	4730	1.24	380	0.419	-
3_3_place_gp	6300	1.43	712	0.469	41.1
3_5_place_dp	6300	1.44	712	0.471	41.1
-- cells by family (layout without fill, tap and decap cells) --
family	after synthesis	in the layout	synth area share, %
and+or+nand+nor	123	123	13.1
DFF	100	100	61.9
AOI/OAI and AO/OA	58	58	8.36
buffers and inverters	41	178	3.28
muxes	24	24	5.37
adders and majority gates	19	19	5.03
xor gates and xnor gates	15	15	2.94
No activity file was given, so power comes from the tool's default toggle rates.
