--- flow/run.sh ---
#!/bin/bash
# OpenROAD 26Q1-2900-gdf79404cd8, Yosys 0.63+post, stock flow scripts
make -C /OpenROAD-flow-scripts/flow DESIGN_CONFIG=/design/flow/config.mk WORK_HOME=/design/flow/orfs finish
--- flow/config.mk ---
export PLATFORM = sky130hd
export DESIGN_NAME = BCD_counter
export DESIGN_NICKNAME = BCD_counter
export VERILOG_FILES = /design/flow/design.v
export SDC_FILE = /design/flow/constraint.sdc
export NUM_CORES = 4
export LEC_CHECK = 1
export CORE_AREA = 10 10 97 97
export DIE_AREA = 0 0 107 107
--- flow/constraint.sdc ---
current_design BCD_counter

set clk_period 5.5
set clk_io_pct 0.2

create_clock -name clk0 -period $clk_period [get_ports {clk}]

set non_clock_inputs [all_inputs -no_clocks]
set_input_delay [expr $clk_period * $clk_io_pct] -clock clk0 $non_clock_inputs
set_output_delay [expr $clk_period * $clk_io_pct] -clock clk0 [all_outputs]
--- flow/design.v ---
module BCD_counter (clk, reset, value);
	input clk, reset;
	output reg [19:0] value;  
	always@(posedge clk, posedge reset)
	begin	
		if(reset)
		begin
			value = 19'b0000000000000000000;
		end
		else
		begin
			value = value + 1;
			if(value[3:0] == 10)
			begin
				value[7:4] = value[7:4] + 1;
				value[3:0] = 4'b0000;
			end
			if(value[7:4] == 10)
			begin
				value[11:8] = value[11:8] + 1;
				value[7:4] = 4'b0000;
			end
			if(value[11:8] == 10)
			begin
				value[15:12] = value[15:12] + 1;
				value[11:8] = 4'b0000;
			end
			if(value[15:12] == 10)
			begin
				value[19:16] = value[19:16] + 1;
				value[15:12] = 4'b0000;
			end
			if(value[19:16] == 10)
			begin
				value = 19'b0000000000000000000;
			end
		end
	end
endmodule
==> out/metrics.yaml <==
wire_per_inst_um: 14.3
setup_viol: 0
vias: 1767
hp-class: "flop to flop"
track_usage: 0.0883
ctsHoldBuffers: 0
mux_share: 0.0230
antenna_left: 0
yosys.area_share.adder: 0.0373
warnings: 26
r2r-end: "value[3]"
crit_type: "flop to flop"
cts_tree: "built"
setup_ws_ps: 1150
largest_reg_flops: 20
edf_count: 0
startpoint_type: "flop"
seq_area_frac_synth: 0.249
die_w_um: 107
numPortBuffers: 21
synth-async-reset-ratio: 1.00
crit_path_end: "value[3]"
rr_startpoint: "value[0]"
dr.pass1.iters: 5
post-route-min-period_ps: 4350
rsz0062_at_grt: "no"
clockRootBuffer: "clkbuf_8"
final_cell_mix: "25 x xnor2_1, 21 x nor2_1, 21 x clkdlybuf4s50_1"
grt_pass1_wl_um: 8400
crit_required_ps: 5660
ctsResizeCount: 0
hold_depth: 3
power.density_mw_per_mm2: 131
ys_area_mm2: 0.00201
synth_top_area_share: 0.249
ys_cells: 238
area_delta_synth_final_pct: 15.2
fp_util: 0.276
max_cap_violations: 0
place_ws_ps: 1260
cts.sinks: 20
cp-end-kind: "flop"
fillers: 795
logic_family: "simple AND/OR/NAND/NOR gates"
dp_hpwl_um: 3690
wirelength_um: 4940
route.detailed.drc: 0
overflow: 0
tightest_slew_ps: 559
power.leakage_uw: 0.000897
syn_area_mm2: 0.00201
gp_congestion: 0.936
syn_avg_cell_area_um2: 8.46
finalHoldViolations: 0
yosysWarningCount: 1
rows: 31
fin_worst_skew_ps: 3.25
design.core.area_mm2: 0.00729
worstSetupStartpoint: "value[0]"
ff2ff_path_depth: 12
io_pins: 22
worstPathMaxFanout: 13
flop_cell: "dfrtp_1"
synth_flop_count: 20
drt_iter0_drc: 105
max_clock_freq_mhz: 230
synth-simple-area-share: 0.310
cts-buffers-inserted: 3
reg2reg_slack_ps: 1150
routed_via_density: 5.12
outcome: "finished, final reports clean"
drive_above_1_share: 0.102
fin_setup_tns_ps: 0
synth_cells: 238
antenna_cells: 0
synth_cell_types: 62
fin_area_mm2: 0.00232
synth.cellmix.compoundShare: 0.185
ir_worst_vdd_uv: 111
synthTopCellsByArea: "dfrtp_1 25%, xnor2_1 11%, nor2_1 3.9%"
cts_buffer_depth: 2
place_area_mm2: 0.00225
grt_pass1_vias: 1639
htree_levels: 1
clk_latency_ps: 260
xor_area_frac: 0.122
clkSlewWorstSetupHoldPaths_ps: 90
top_area_cell: "dfrtp_1"
period_used_share: 0.790
antenna_found_initial: 0
die_h_um: 107
post_cts_buffers: 0
slew_viol_final: 0
grt_start_max_net_pins: 21
final_common_cell: "xnor2_1"
max_slew_margin: 0.624
dieArea_mm2: 0.0114
arrival_ps: 4510
==> critical path, stage by stage (launching register included) <==
cell and delay [ps]:
dfrtp_1 630, ha_1 410, nand3_2 320, xnor2_1 460, ha_1 250, xnor2_1 140
o2111ai_1 140, a211oi_1 370, nand4b_1 220, a22oi_1 100, o21ba_1 460, mux2_4 440
a2111oi_4 280
==> cells in the mapped netlist (all sizes together) (5+ instances only) <==
cell type  number
xnor2          25
nand2          16
nor2           21
dfrtp          20
a21oi          11
ha              6
buf            15
and3            5
nand3          11
nor3           13
nand4           5
inv            12
nor4            5
==> routing by layer <==
metal | GRT usage | wire (um) | vias up
li1 | - | - | 881
met1 | 0.125 | 2340 | 843
met2 | 0.144 | 2310 | 41
met3 | 0.0158 | 257 | 2
met4 | 0.00580 | 34 | 0
met5 | 0 | 0 | -
==> kinds of logic (layout without fill, tap and decap cells) <==
| family | after synthesis | after routing |
|---|---|---|
| AOI/OAI and AO/OA | 47 | 47 |
| xor gates and xnor gates | 28 | 28 |
| adders and majority gates | 6 | 6 |
| buffers and inverters | 30 | 38 |
| DFF | 20 | 20 |
| muxes | 4 | 4 |
| and+or+nand+nor | 103 | 103 |
==> where the power goes <==
group          total (uW)  switching, uW  leakage (uW)  internal, uW
clock                 153           55.8     0.0000357          97.2
combinational        4.45           3.31      0.000591          1.14
sequential            147              0      0.000270           147
==> how the worst min path moves through the flow <==
stage      endpoint  slack [ps]      start
5_1_grt   value[19]         830  value[19]
6_report  value[19]         750  value[19]
4_1_cts    value[0]         750   value[0]
==> area by class of cell <==
| class | instances | area, um^2 | area share |
|---|---|---|---|
| clock inverters | 1 | 30.0 | 0.0129 |
| clock buffers | 3 | 41.3 | 0.0178 |
| multi-input cells | 188 | 1360 | 0.587 |
| well taps | 99 | 124 | 0.0534 |
| flip-flops and latches | 20 | 500 | 0.216 |
| repair buffers | 22 | 218 | 0.0939 |
| inverters | 12 | 45.0 | 0.0194 |
==> stage by stage <==
stage / total power [uW] / std cells / util / hold WS (ps)
global route: 315 / 345 / 0.318 / 826
detailed placement: 155 / 341 / 0.308 / 729
global placement: 154 / 341 / 0.308 / 708
finish: 304 / 345 / 0.318 / 748
CTS: 308 / 345 / 0.318 / 752
floorplan: 152 / 238 / - / 574
No activity file was given, so power comes from the tool's default toggle rates.
