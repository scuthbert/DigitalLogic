==> design/flow/config.mk <==
export PLATFORM = sky130hd
export DESIGN_NAME = top
export DESIGN_NICKNAME = top
export VERILOG_FILES = /design/flow/design.v
export SDC_FILE = /design/flow/constraint.sdc
export NUM_CORES = 4
export LEC_CHECK = 1
export CORE_AREA = 10 10 88 88
export DIE_AREA = 0 0 98 98
==> design/flow/constraint.sdc <==
current_design top

set clk_period 4.3
set clk_io_pct 0.2

create_clock -name clk0 -period $clk_period [get_ports {ADC_CLK_10}]
create_clock -name clk1 -period $clk_period [get_ports {KEY}]

set non_clock_inputs [all_inputs -no_clocks]
set_input_delay [expr $clk_period * $clk_io_pct] -clock clk0 $non_clock_inputs
set_output_delay [expr $clk_period * $clk_io_pct] -clock clk0 [all_outputs]
==> design/flow/design.v <==
module Arithmetic(x, y, s, out);
	input [3:0] x;
	input [3:0] y;
	input [1:0] s;
	output [8:0] out;
	wire [7:0] z;
	assign z[3:0] = x[3:0];
	assign z[7:4] = y[3:0];
	wire [8:0] aout;  
	fullAdd #(4) a1(x, y, aout[3:0], aout[8]);
	wire [8:0] bout;
	fullSub #(4) s1(x, y, bout[3:0], bout[8]);
	wire [8:0] cout;
	bMull c1(z, cout[7:0], cout[8]);
	wire [8:0] dout;
	bDiv d1(z, dout[7:0], dout[8]);
	Mux #(9) m0(aout, bout, cout, dout, s, out);
endmodule
module bAdd(x, y, cin, s, cout);
	input cin, x, y;
	output reg s;
	output reg cout;
	always@(x, y, cin)
		begin
			cout = (x&y)|(y&cin)|(x&cin);
			s = x^y^cin;
		end
endmodule
module fullAdd #(parameter N = 4)(x, y, s, cout);
	input [N-1:0] x;
	input [N-1:0] y;
	output [N-1:0] s;
	output cout;
	genvar i;
	wire [N:0] c;
	generate
			for(i=0;i<N;i=i+1)
				begin: obligatorynamehere
					bAdd stage(x[i], y[i], c[i], s[i], c[i+1]);
				end
	endgenerate
	assign cout = c[N];
endmodule
module fullSub #(parameter N = 4)(x, y, d, bout);
	input [N-1:0] x;
	input [N-1:0] y;
	output reg [N-1:0] d;
	output bout;
	integer i;
	reg [N:0] b;
	always@(*)
		begin
			b[0] = 1'b0;
			for(i=0;i<N;i=i+1)
				begin
					d[i] = x[i]^y[i]^b[i];
					b[i+1] = (~x[i]&y[i])|(~x[i]&b[i])|(y[i]&b[i]);
				end
		end
	assign bout = b[4];
endmodule
module bMull (z, zmull, carry);
	input [7:0] z;
	output [7:0] zmull;
	output carry;
	assign carry = z[7];
	assign zmull[0] = 0;
	assign zmull[7:1] = z[6:0];
endmodule
module bDiv (z, zdiv, remainder);
	input [7:0] z;
	output [7:0] zdiv;
	output remainder;
	assign remainder = z[0];
	assign zdiv[7] = 0;
	assign zdiv[6:0] = z[7:1];
endmodule
module Comparison(x, y, s, out);
	input [3:0] x;
	input [3:0] y;
	input [1:0] s;
	output [7:0] out;
	wire aout;
	bEqual a1(x, y, aout);
	wire bout;
	bGreater o1(x, y, bout);
	wire cout;
	bLess x1(x, y, cout);
	wire [3:0] dout;
	bMax n1(x, y, dout);
	Mux #(8) m0(aout, bout, cout, dout, s, out);
endmodule
module bEqual(ax, ay, xey);
	input [3:0] ax, ay;
	output xey;
	assign xey = (ax===ay);
endmodule
module bGreater(ax, ay, xgy);
	input [3:0] ax, ay;
	output xgy;
	assign xgy = ax > ay;
endmodule
module bLess(ax, ay, xly);
	input [3:0] ax,ay;
	output xly;
	assign xly = ax < ay;
endmodule
module bMax(ax, ay, xmy);
	input [3:0] ax,ay;
	output reg [3:0] xmy;
	wire xlarge;
	bGreater bG(ax, ay, xlarge);
	always@(*)
	begin
		case(xlarge)
		1'b1: xmy = ax;
		1'b0: xmy = ay;
		endcase
	end
endmodule
module Logical(x, y, s, out);
	input [3:0] x;
	input [3:0] y;
	input [1:0] s;
	output [7:0] out;
	wire [7:0] z;
	assign z[3:0] = x;
	assign z[7:4] = y;
	wire [3:0] aout;
	bAnd a1(x, y, aout);
	wire [3:0] oout;
	bOr o1(x, y, oout);
	wire [3:0] xout;
	bXor x1(x,y, xout);
	wire [7:0] nout;
	bNot n1(z, nout);
	Mux #(8) m0(aout, oout, xout, nout, s, out);
endmodule
module bAnd(ax, ay, xandy);
	input [3:0] ax, ay;
	output [3:0] xandy;
	assign xandy = ax&ay;
endmodule
module bOr(ax, ay, xory);
	input [3:0] ax, ay;
	output [3:0] xory;
	assign xory = ax|ay;
endmodule
module bXor(ax, ay, xxory);
	input [3:0] ax,ay;
	output [3:0] xxory;
	assign xxory = ax^ay;
endmodule
module bNot(az, notz);
	input [7:0] az;
	output [7:0] notz;
	assign notz = ~az;
endmodule
module Magic(out, clk);
	input clk;
	output reg [9:0] out;
	reg reset, samp_clk;
	integer counter;
	integer LEDnum;
	integer direction;
	always@(posedge clk)
    if(~reset)begin
        if(counter == 500000)begin
            samp_clk <= ~samp_clk;
            counter <= 0;
        end
        else begin
            counter <= counter + 1;
        end
    end
    else begin
        samp_clk <= 0;
    end
	 always@(posedge samp_clk)
    begin
			if(LEDnum == 9)begin
					direction <= -1;
			end
			if(LEDnum == 0)begin
					direction <= 1;
			end
			LEDnum <= LEDnum + 1*direction;
			out[LEDnum] = 1'b1;
			out[LEDnum - 1*direction] = 1'b0;
    end
endmodule
module Mux #(parameter WIDTH = 1)(a, b, c, d, s, f);
	input [WIDTH-1:0] a,b,c,d;
	input [1:0] s;
	output reg [WIDTH-1:0] f;
	always@(*)
		begin
			case(s)
			2'b00: f = a;
			2'b01: f = b;
			2'b10: f = c;
			2'b11: f = d;
			endcase
		end
endmodule
module sevenSegment(digit, segment);
	input [3:0] digit;
	output reg [7:0] segment;
	always@(digit)
	begin
		case(digit)
		4'h0: segment = 8'b11000000;
		4'h1: segment = 8'b11111001;
		4'h2: segment = 8'b10100100;
		4'h3: segment = 8'b10110000;
		4'h4: segment = 8'b10011001;
		4'h5: segment = 8'b10010010;
		4'h6: segment = 8'b10000010;
		4'h7: segment = 8'b11111000;
		4'h8: segment = 8'b10000000;
		4'h9: segment = 8'b10011000;
		4'ha: segment = 8'b10001000;
		4'hb: segment = 8'b10000011;
		4'hc: segment = 8'b11000110;
		4'hd: segment = 8'b10100001;
		4'he: segment = 8'b10000110;
		4'hf: segment = 8'b10001110;
		endcase
	end	
endmodule
module sevenSegmentMode(digit, segment);
	input [1:0] digit;
	output reg [7:0] segment;
	always@(digit)
	begin
		case(digit)
		2'h0: segment = 8'b10001000;  
		2'h1: segment = 8'b11000111;  
		2'h2: segment = 8'b11000110;  
		2'h3: segment = 8'b10110110;  
		endcase
	end	
endmodule
module top(SW, KEY, LEDR, HEX0, HEX1, HEX5, ADC_CLK_10);
		input [9:0] SW; 
		input [1:0] KEY; 
		input ADC_CLK_10;
		output reg [9:0] LEDR; 
		output [7:0] HEX0; 
		output [7:0] HEX1; 
		output [7:0] HEX5; 
		reg [1:0] state;
		always@(posedge KEY[0])
			begin 
				state[0] = ~state[0];
			end
		always@(posedge KEY[1])
			begin 
				state[1] = ~state[1];
			end
		wire [8:0] a1out;
		Arithmetic a1(SW[3:0], SW[7:4], SW[9:8], a1out[8:0]);
		wire [7:0] l1out;
		Logical l1(SW[3:0], SW[7:4], SW[9:8], l1out[7:0]);
		wire [7:0] c1out;
		Comparison c1(SW[3:0], SW[7:4], SW[9:8], c1out[7:0]);
		wire [9:0] m1out;
		Magic m1(m1out[9:0], ADC_CLK_10);
		wire [8:0] out;
		Mux #(9) mt (a1out[8:0], l1out[7:0], c1out[7:0], 1'b0, state, out[8:0]);
		sevenSegmentMode sM(state, HEX5);  
		sevenSegment s0(out[3:0], HEX0);  
		sevenSegment s1(out[7:4], HEX1);  
		always@(*)
		begin
			case(state)
				2'b00: begin LEDR[9] = out[8]; LEDR[8:0] = 9'b000000000; end			 
				2'b01: begin LEDR[9] = out[8]; LEDR[8:0] = 9'b000000000; end			 
				2'b10: begin LEDR[9] = out[8]; LEDR[8:0] = 9'b000000000; end			 
				2'b11: LEDR[9:0] = m1out[9:0];	 
			endcase
		end
endmodule
==> design/flow/run.sh <==
#!/bin/bash
# OpenROAD 26Q1-2900-gdf79404cd8, Yosys 0.63+post, stock flow scripts
make -C /OpenROAD-flow-scripts/flow DESIGN_CONFIG=/design/flow/config.mk WORK_HOME=/design/flow/orfs finish
==> flow_metrics.py <==
# Metrics from the implementation run
metrics = {
    "critical_path": {
        "crit_slowest_cell": "mux4_2",
        "cp.arrival_ns": 3.44,
        "cp.required_ns": 3.44,
        "critical_path.max_fanout": 6,
        "critPathMaxStageDelay_ns": 0.46,
        "cp-startpoint": "SW[6]",
        "crit_family": "buffers and inverters",
        "critPathBufInv": 5,
        "path_cells": "clkdlybuf4s15_2 -> inv_2 -> ha_4 -> buf_4 -> mux4_2 -> a21oi_1 -> o311ai_1 -> and3_4 -> buf_12 -> or3_1 -> o221a_2 -> clkdlybuf4s50_1",
        "crit_path_start_kind": "primary input",
        "rr_startpoint": "state[0]$_DFF_P_",
        "critPathKind": "primary input to output port",
        "worstSetupEndpointType": "output port",
    },
    "synthesis": {
        "synthDistinctLibCells": 55,
        "topCellsByArea": "ha_1, mux2i_1, buf_4",
        "avgSynthCellArea_um2": 7.36,
        "edf_count": 0,
        "syn_area_mm2": 0.00163,
        "ys.flops": 2,
        "yosys_cells": 222,
        "ys_chip_area_mm2": 0.00163,
        "yosysWarningCount": 28,
        "synth.largest_area_cell": "ha_1",
        "ff_type": "dfxtp_1",
        "top_cell_area_share": 0.238,
        "async_reset_ff_frac": 0,
        "ys_seq_share": 0.0245,
        "synth_cells": 222,
    },
    "min_path": {
        "min_from": "state[1]$_DFF_P_",
        "hp-class": "flop to flop",
    },
    "placement": {
        "pre_cts_ws_ns": -0.665,
        "dp_cells": 364,
        "dpl_cell_area_mm2": 0.00230,
        "dp_hpwl_um": 3950,
        "port_buffers": 32,
        "place_congestion": 0.911,
    },
    "routing": {
        "routedWlPerCell_um": 13.5,
        "routed_wl_um": 5100,
        "drt_pass1_iterations": 4,
        "ant_nets": 0,
        "drt_iter0_drc": 92,
        "vias": 1834,
        "diodes": 0,
        "drt-vias-per-instance": 4.86,
        "route.detailed.drc": 0,
    },
    "die": {
        "row_count": 28,
        "die_height_um": 98,
        "core_region_area_mm2": 0.00592,
        "dieWidth_um": 98,
        "die_area_mm2": 0.00960,
        "io_pins": 47,
        "fp_util": 0.276,
    },
    "sta": {
        "slew_headroom": 0.600,
        "rsz0062_at_grt": "true",
        "slew_viol_final": 0,
        "setup_viol": 0,
        "tightest_slew_ns": 0.596,
        "hold_slack_ns": 0.436,
        "finalClockSkew_ns": 0,
        "hold_viol_final": 0,
        "fin_ws_ns": 0.000236,
    },
    "power_and_ir_drop": {
        "max-vdd-ir-drop_mv": 0.0492,
        "p_leak_nw": 1.18,
        "powerDensity_mw_per_mm2": 91.2,
    },
    "cells_and_area": {
        "final_layout_size_suffix_gt1_frac": 0.358,
        "final_common_cell": "buf_4",
        "post_layout_nonfiller_instances": 377,
        "fin_util": 0.439,
        "syn_to_final_growth_pct": 59.2,
        "final_area_mm2": 0.00260,
        "most-common-layout-cells": "buf_4, ha_1, clkdlybuf4s50_1",
        "largest_register_ffs": 2,
    },
    "global_routing": {
        "grt_usage": 0.0984,
        "grt_pass1_vias": 1769,
        "grt_pass1_wl_um": 8440,
        "grt_max_degree": 16,
        "antenna_found_initial": 0,
        "overflow": 0,
    },
    "job": {
        "drv_cap": 0,
        "log.warning_count": 56,
    },
    "status": {
        "outcome": "finished clean",
    },
    "clock_tree": {
        "path_clk_slew_ns": 0,
        "hold_buffers": 0,
    },
}
[synth_stat cells, types with 5 or more instances]
| cell type | number |
|---|---|
| a21oi_1 | 12 |
| buf_4 | 17 |
| ha_1 | 31 |
| inv_1 | 19 |
| mux2i_1 | 14 |
| nand2_1 | 12 |
| nand2b_1 | 6 |
| nand3_1 | 5 |
| nor2_1 | 8 |
| nor3_1 | 7 |
| o21ai_0 | 8 |
| o21ai_1 | 8 |
| o22ai_1 | 10 |
[worst paths after layout]
path	to	depth (start not counted)	slack (ns)
worst max-delay path	HEX0[0]	12	0.0002
min in group clk0	HEX5[5]	2	1.75
worst min register to register	state[1]$_DFF_P_	1	0.44
worst min-delay path	state[1]$_DFF_P_	1	0.44
max in group clk1	state[0]$_DFF_P_	1	3.76
worst max register to register	state[0]$_DFF_P_	1	3.76
[metal layers]
| metal | wire [um] | global-route usage | part of all wire | up-vias |
|---|---|---|---|---|
| met1 | 2370 | 0.136 | 0.47 | 841 |
| met2 | 2450 | 0.165 | 0.48 | 50 |
| met3 | 274 | 0.0171 | 0.054 | 0 |
| met5 | 0 | 0 | 0 | - |
| met4 | 0 | 0.00112 | 0 | 0 |
| li1 | - | - | - | 943 |
[power breakdown]
| group | total, mW | switching [mW] | internal (mW) |
|---|---|---|---|
| Combinational | 0.218 | 0.0998 | 0.118 |
| Sequential | 0.0189 | 0 | 0.0189 |
| Clock | 0 | 0 | 0 |
| Total | 0.237 | 0.0998 | 0.137 |
[cell families after synthesis]
group                      Yosys count  synth area share
adders and majority gates           31             0.238
other                                2           0.00460
buffers and inverters               48             0.161
and+or+nand+nor                     55             0.180
xor gates and xnor gates             3            0.0161
muxes                               15            0.0996
AOI/OAI and AO/OA                   66             0.277
DFF                                  2            0.0245
[final cells by class]
type	count	area, um2
tap	75	93.8
inverter	23	86.3
multi-input combinational	182	1540
sequential	2	40.0
timing repair buffer	95	845
fill	570	3320
[stage by stage]
| step | total power, mW | setup TNS [ns] |
|---|---|---|
| after global routing | 0.258 | -0.125 |
| final | 0.237 | 0 |
| after floorplan | 0.119 | 0 |
| after global placement | 0.204 | -3.45 |
| after detailed placement | 0.203 | -3.59 |
| after CTS | 0.236 | 0 |
[repair_timing]
item | in CTS | in global routing
hold endpoints to repair | 0 | 0
endpoints found under the setup margin | 8 | 5
gates cloned | 1 | 0
setup buffers | 10 | 2
resized | 73 | 5
pin swaps | 21 | 11
Power and IR drop assume default switching activity.
